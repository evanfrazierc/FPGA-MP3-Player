==> flow/design.v <==
`timescale 1ns / 1ps
module record_audio(
    input clk,
    input reset,
    input enb,
    input audio_rdy,
    input set_track,
    input[2:0] track_id,
    output reg write_enb,
    output reg mem_full,
    output reg[25:0] mem_addr
    );
reg[25:0] max_addr;
parameter write =           1'b0;
parameter write_disable =   1'b1;
reg state = write;
always@ (posedge clk) begin
    if (reset) begin
        write_enb <= 1'b0;
        mem_full <= 1'b0;
        max_addr <= 0;
        mem_addr <= 0;
        state <= write;
    end else if (enb) begin
        if (set_track) begin
            case (track_id)
                3'b000: begin
                    mem_addr <= 0;
                    max_addr <= 26843544;
                end
                3'b001: begin
                    mem_addr <= 26843545;
                    max_addr <= 53687089;
                end
                3'b010: begin
                    mem_addr <= 53687090;
                    max_addr <= 80530634;
                end
                3'b011: begin
                    mem_addr <= 80530635;
                    max_addr <= 107374179;
                end
                3'b100: begin
                    mem_addr <= 107374180;
                    max_addr <= 134217725;
                end
            endcase
        end else if (mem_addr < max_addr) begin
            mem_full <= 1'b0;
            case (state)
                write: begin
                    if (audio_rdy) begin
                        write_enb <= 1'b1;
                        mem_addr <= mem_addr + 1'b1;
                        state <= write_disable;
                    end
                end
                write_disable: begin
                    write_enb <= 1'b0;
                    state <= write;
                end
            endcase
        end else if (mem_addr == max_addr) begin
            mem_full <= 1'b1;   
        end
    end else begin
        write_enb <= 1'b0;
        mem_full <= 1'b0;
        max_addr <= 0;
        mem_addr <= 0;
        state <= write;
    end
end
endmodule
==> flow/run.sh <==
#!/bin/bash
# OpenROAD 26Q1-2900-gdf79404cd8, Yosys 0.63+post, stock flow scripts
make -C /OpenROAD-flow-scripts/flow DESIGN_CONFIG=/design/flow/config.mk WORK_HOME=/design/flow/orfs finish
==> flow/config.mk <==
export PLATFORM = sky130hd
export DESIGN_NAME = record_audio
export DESIGN_NICKNAME = record_audio
export VERILOG_FILES = /design/flow/design.v
export SDC_FILE = /design/flow/constraint.sdc
export NUM_CORES = 4
export LEC_CHECK = 1
export CORE_UTILIZATION = 30
==> flow/constraint.sdc <==
current_design record_audio

set clk_period 7.5
set clk_io_pct 0.2

create_clock -name clk0 -period $clk_period [get_ports {clk}]

set non_clock_inputs [all_inputs -no_clocks]
set_input_delay [expr $clk_period * $clk_io_pct] -clock clk0 $non_clock_inputs
set_output_delay [expr $clk_period * $clk_io_pct] -clock clk0 [all_outputs]
==> impl_metrics.ini <==
; physical design summary
[route]
wl_met2_mm = 3.23
drt_iter0_markers = 151
antenna_cells = 0
drc_errors = 0
avgRoutedWirePerCell_um = 16.2
top_layer_used = met4
via_count = 2561
via_per_inst = 5.65
postRouteAntennaNets = 0
wl_met1_mm = 3.68
dr.pass1.iters = 4
wl_mm = 7.35
met3_length_um = 362

[worst_setup_path]
arrival_ps = 3870
startpoint_type = primary input
crit_type = primary input to register
cp_cell_sequence = clkdlybuf4s50_1 -> buf_4 -> inv_1 -> nor2_1 -> a31o_4 -> o21ai_0 -> a31o_2
required_ps = 7680
cp-end-kind = register
timing.rr.start = max_addr[21]
rr_endpoint = mem_addr[14]
ff2ff_path_depth = 9
cp_max_fo = 41
reg2reg_setup_slack_ps = 4420
slowest_stage = clkdlybuf4s50_1
slowest_delay_ps = 450

[power]
p_per_area_nw_per_um2 = 160
max-vdd-ir-drop_uv = 87.9
leakage_nw = 1.19

[logic_synthesis]
ys_types = 54
yosys_most_used_dff = dfxtp_1
synth_seq_share_pct = 27.2
synthesis.area_um2 = 2570
ys_async_sr_fraction_pct = 0
ys_area_um2 = 2570
ys_cells = 322
syn_inst = 322
synth_flops = 35
yosysWarningCount = 1
syn_avg_cell_area_um2 = 8.00
edf_count = 0

[timing]
fin_crit_sh_pct = 49.2
setup_violations = 0
fmax_ghz = 0.271
fin_crit_ps = 3690
report.final.slew_viol_count = 0
tightestPinTransition_ps = 723
max_slew_margin_pct = 51.7
clock-skew-final_ps = 7.04
hold_slack_ps = 468
setup_tns_ps = 0
rsz0062_at_grt = false
hold_viol = 0

[floorplanning]
design.core.area_um2 = 8260
fp.dieH_um = 94.6
rows = 33
fp_util_pct = 31.2
die_w_um = 94.6
dieArea_um2 = 8960
io_pins = 36

[clock_tree]
ctsHoldBuffers = 0
htree_levels = 2
tritoncts = built
clk_path_buf_depth = 2
post_cts_resized = 0
postCtsSetupBuffers = 0
clkTransAtPathRegs_ps = 80
clk_latency_ps = 290
cts_root_buffer = clkbuf_8
cts_sinks = 35
cts_buffers = 5

[min_path]
holdPathEnd = write_enb
worstHoldPathCells = 1
worst_hold_path_type = register to register
min_from = state

[final_layout]
layout-drive-gt1-share_pct = 6.90
fin_area_um2 = 3110
fillers = 857
area_growth_pct = 20.7
fin_cells = 453
lay_top_count = nand2_1
fin_util_pct = 37.7
final_cell_mix = nand2_1 (38), clkdlybuf4s50_1 (35), dfxtp_1 (35)

[flow_run]
drv_cap = 0
warning_count = 25

[placed_design]
place_area_um2 = 2970
placement.io_buffers = 35
dp_hpwl_mm = 4.99
routabilityCongestion = 0.854
dp.cells = 445

[global_route]
grtUsageTotal_pct = 17.4
grt_first_pass_wirelength_mm = 12.0
grt_max_degree = 42
grt_overflow = 0
grt_pass1_vias = 2363
antenna_found_initial = 0

[run_status]
status = finished, final reports clean
report_power, final:
| group | internal (mW) | total (mW) | switching [mW] |
|---|---|---|---|
| sequential | 0.190 | 0.197 | 0.00629 |
| combinational | 0.0383 | 0.0918 | 0.0535 |
| clock | 0.133 | 0.208 | 0.0753 |
| total | 0.361 | 0.496 | 0.135 |
metal layers:
metal | track usage (%) | vias up
met2 | 26.4 | 67
met5 | 0 | -
met1 | 27.1 | 1222
met3 | 2.04 | 7
met4 | 3.28 | 0
li1 | - | 1265
critical path, delay by kind of cell:
kind	cells	cell delay, ps
AOI/OAI and AO/OA	3	890
buffers and inverters	3	1050
and+or+nand+nor	1	390
cell families (layout without fill, tap and decap cells):
group	count (synthesis)	count (layout)	synth area share (%)
adder cells (fa/ha/maj)	27	27	13.1
buffers and inverters	35	61	6.32
flip-flops	35	35	27.2
AND-OR/OR-AND	111	111	31.0
AND/OR/NAND/NOR	112	112	21.7
XOR/XNOR	2	2	0.680
synth_stat cells (2+ instances only):
cell,number,share of area [%]
clkbuf_1,13,1.9
nand4_1,7,1.7
o21ai_0,28,5.4
nor3_1,7,1.4
and3_1,7,1.7
nor2_1,19,2.8
ha_1,27,13
a21boi_0,2,0.58
o211a_1,4,1.6
nand3_1,16,3.1
and4_1,2,0.68
a22o_1,8,2.7
o211ai_1,7,2.0
a21o_1,2,0.58
o21a_1,3,0.87
nand2_1,38,5.5
nand2b_1,4,0.97
a211oi_2,2,0.97
o221a_2,2,0.87
a21oi_1,19,3.7
nor3b_1,2,0.58
a31o_2,2,0.68
o41ai_1,5,1.7
inv_1,15,2.2
a211oi_1,3,0.87
a32o_1,4,1.6
buf_1,2,0.29
o31ai_1,8,2.3
buf_6,4,1.7
dfxtp_1,35,27
nor2b_1,2,0.49
how the worst max path moves through the flow:
stage	startpoint	end	slack (ps)
finish	set_track	mem_addr[14]	3810
global route	set_track	mem_addr[12]	3610
CTS	set_track	mem_addr[12]	3860
flip-flops by register name, summed over array words and instances, names as in the netlist:
name and count:
mem_addr 26, max_addr 6, mem_full 1, state 1
write_enb 1
per-stage QoR:
stage	power, mW	setup slack (ps)
final	0.496	3810
after global routing	0.519	3610
after CTS	0.500	3860
after detailed placement	0.292	3560
after global placement	0.291	3620
after floorplan	0.268	4640
layout make-up:
class                           instances  area [µm²]  share of cell area [%]
Timing Repair Buffer                   38         373                    12.0
Sequential cell                        35         701                    22.5
Inverter                               15        56.3                    1.81
Clock inverter                          3        67.6                    2.17
Clock buffer                            5        68.8                    2.21
Multi-Input combinational cell        252        1710                    55.1
Tap cell                              105         131                    4.23
Power figures rest on the tool's default switching activity, not on a simulated workload.
