## flow/config.mk

```make
export PLATFORM = sky130hd
export DESIGN_NAME = ac97audio
export DESIGN_NICKNAME = ac97audio
export VERILOG_FILES = /design/flow/design.v
export SDC_FILE = /design/flow/constraint.sdc
export NUM_CORES = 4
export LEC_CHECK = 1
export CORE_UTILIZATION = 30
```

## flow/constraint.sdc

```tcl
current_design ac97audio

set clk_period 6.2
set clk_io_pct 0.2

create_clock -name clk0 -period $clk_period [get_ports {ac97_bit_clock}]
create_clock -name clk1 -period $clk_period [get_ports {sys_clk}]

set non_clock_inputs [all_inputs -no_clocks]
set_input_delay [expr $clk_period * $clk_io_pct] -clock clk0 $non_clock_inputs
set_output_delay [expr $clk_period * $clk_io_pct] -clock clk0 [all_outputs]
```

## flow/design.v

```verilog
`timescale 1ns / 1ps
module ac97 (ready,
             command_address, command_data, command_valid,
             left_data, left_valid,
             right_data, right_valid,
             left_in_data, right_in_data,
             ac97_sdata_out, ac97_sdata_in, ac97_synch, ac97_bit_clock, reset);
   output ready;
   input [7:0] command_address;
   input [15:0] command_data;
   input command_valid;
   input [19:0] left_data, right_data;
   input left_valid, right_valid;
	input reset;
   output [19:0] left_in_data, right_in_data;
   input ac97_sdata_in;
   input ac97_bit_clock;
   output ac97_sdata_out;
   output ac97_synch;
   reg ready;
   reg ac97_sdata_out;
   reg ac97_synch;
   reg [7:0] bit_count;
   reg [19:0] l_cmd_addr;
   reg [19:0] l_cmd_data;
   reg [19:0] l_left_data, l_right_data;
   reg l_cmd_v, l_left_v, l_right_v;
   reg [19:0] left_in_data, right_in_data;
   initial begin
      ready <= 1'b0;
      ac97_sdata_out <= 1'b0;
      ac97_synch <= 1'b0;
      bit_count <= 8'h00;
      l_cmd_v <= 1'b0;
      l_left_v <= 1'b0;
      l_right_v <= 1'b0;
      left_in_data <= 20'h00000;
      right_in_data <= 20'h00000;
   end
   always @(posedge ac97_bit_clock) begin
		if(bit_count == 14)  
			ac97_synch <= 1'b0;
		if(bit_count == 255) 
			ac97_synch <= 1'b1;
		if (reset) begin
			ready <= 1'b0;
			ac97_sdata_out <= 1'b0;
			ac97_synch <= 1'b0;
			bit_count <= 8'h00;
			l_cmd_v <= 1'b0;
			l_left_v <= 1'b0;
			l_right_v <= 1'b0;
		end
      if (bit_count == 128)
        ready <= 1'b1;
      if (bit_count == 2)
        ready <= 1'b0;
      if (bit_count == 255)
        begin
           l_cmd_addr <= {command_address, 12'h000};
           l_cmd_data <= {command_data, 4'h0};
           l_cmd_v <= command_valid;
           l_left_data <= left_data;
           l_left_v <= left_valid;
           l_right_data <= right_data;
           l_right_v <= right_valid;
        end
      if ((bit_count >= 0) && (bit_count <= 15))
        case (bit_count[3:0])
          4'h0: ac97_sdata_out <= 1'b1;       
          4'h1: ac97_sdata_out <= l_cmd_v;    
          4'h2: ac97_sdata_out <= l_cmd_v;    
          4'h3: ac97_sdata_out <= l_left_v;   
	       4'h4: ac97_sdata_out <= l_right_v;  
          default: ac97_sdata_out <= 1'b0;
        endcase
      else if ((bit_count >= 16) && (bit_count <= 35))
        ac97_sdata_out <= l_cmd_v ? l_cmd_addr[35-bit_count] : 1'b0;
      else if ((bit_count >= 36) && (bit_count <= 55))
        ac97_sdata_out <= l_cmd_v ? l_cmd_data[55-bit_count] : 1'b0;	 
      else if ((bit_count >= 56) && (bit_count <= 75))
        begin
           ac97_sdata_out <= l_left_v ? l_left_data[19] : 1'b0;
           l_left_data <= { l_left_data[18:0], l_left_data[19] };
        end
      else if ((bit_count >= 76) && (bit_count <= 95))
           ac97_sdata_out <= l_right_v ? l_right_data[95-bit_count] : 1'b0;
      else
        ac97_sdata_out <= 1'b0;
      bit_count <= bit_count+1;
   end  
   always @(negedge ac97_bit_clock) begin
      if ((bit_count >= 57) && (bit_count <= 76)) begin
        left_in_data = {left_in_data[18:0], ac97_sdata_in};
		end
      else if ((bit_count >= 77) && (bit_count <= 96)) begin
		right_in_data = {right_in_data[18:0], ac97_sdata_in};
		end
   end
endmodule
`timescale 1ns / 1ps
module ac97audio (sys_clk, reset, audio_in_data, audio_out_data,
						ready, audio_on,
						audio_reset_b, ac97_sdata_out, ac97_sdata_in,
                  ac97_synch, ac97_bit_clock, ac97_vol
						);
   input sys_clk;
   input reset;
   input audio_on;
   output [7:0] audio_in_data;
   input [7:0] audio_out_data;
   input [4:0] ac97_vol;
   output ready;
   output audio_reset_b;
   output ac97_sdata_out;
   input ac97_sdata_in;
   output ac97_synch;
   input ac97_bit_clock;
   wire [2:0] source;
   assign source = 0;	    
   wire [7:0] command_address;
   wire [15:0] command_data;
   wire command_valid;
   wire [19:0] left_in_data, right_in_data;
   wire [19:0] left_out_data, right_out_data;
   reg audio_reset_b;
   reg [9:0] reset_count;
   always @(posedge sys_clk) begin
      if (audio_on) begin
        audio_reset_b = 1'b0;
        reset_count = 0;
      end else if (reset_count == 1023)
        audio_reset_b = 1'b1;
      else
        reset_count = reset_count+1;
   end
   wire ac97_ready;
	ac97 ac97(.ready(ac97_ready), .command_address(command_address), .command_data(command_data), 
				 .command_valid(command_valid), .left_data(left_out_data), .left_valid(1),
             .right_data(right_out_data), .right_valid(1), .left_in_data(left_in_data), 
				 .right_in_data(right_in_data), .ac97_sdata_out(ac97_sdata_out), .ac97_sdata_in(ac97_sdata_in), 
			    .ac97_synch(ac97_synch), .ac97_bit_clock(ac97_bit_clock), .reset(audio_on));  
   reg [2:0] ready_sync;
   always @ (posedge sys_clk) begin
     ready_sync <= {ready_sync[1:0], ac97_ready};
   end
   assign ready = ready_sync[1] & ~ready_sync[2];
   reg [7:0] out_data;
	always @ (posedge sys_clk) begin
		if (ready) begin
			out_data <= audio_out_data;
		end
	end
   assign audio_in_data = left_in_data[19:12];
   assign left_out_data = {out_data, 12'b000000000000};     
   assign right_out_data = left_out_data;
   ac97commands ac97commands(.clock(ac97_bit_clock), .ready(ac97_ready), 
				.command_address(command_address), .command_data(command_data),
            .command_valid(command_valid), .volume(ac97_vol), .source(0));
endmodule
`timescale 1ns / 1ps
module ac97commands (clock, ready, command_address, command_data,
                     command_valid, volume, source);
   input clock;
   input ready;
   output [7:0] command_address;
   output [15:0] command_data;
   output command_valid;
   input [4:0] volume;
   input [2:0] source;
   reg [23:0] command;
   reg command_valid;
   reg [3:0] state;
   initial begin
      command <= 4'h0;
      command_valid <= 1'b0;
      state <= 16'h0000;
   end
   assign command_address = command[23:16];
   assign command_data = command[15:0];
   wire [4:0] vol;
   assign vol = 31-volume;   
   always @(posedge clock) begin
      if (ready) state <= state+1;
      case (state)
        4'h0:  
          begin
             command <= 24'h80_0000;
             command_valid <= 1'b1;
          end
        4'h1:  
          command <= 24'h80_0000;
        4'h3:  
          command <= { 8'h04, 3'b000, vol, 3'b000, vol };
        4'h5:  
          command <= 24'h18_0808;
        4'h6:  
          command <= { 8'h1A, 5'b00000, source, 5'b00000, source};
        4'h7:  
	  command <= 24'h1C_0F0F;
        4'h9:  
          command <= 24'h0E_8048;
        4'hA:  
          command <= 24'h0A_0000;
        4'hB:  
          command <= 24'h20_8000;
        default:
          command <= 24'h80_0000;
      endcase  
   end  
endmodule  
```

## flow/run.sh

```bash
#!/bin/bash
# OpenROAD 26Q1-2900-gdf79404cd8, Yosys 0.63+post, stock flow scripts
make -C /OpenROAD-flow-scripts/flow DESIGN_CONFIG=/design/flow/config.mk WORK_HOME=/design/flow/orfs finish
```

==> results.json <==
{
  "synth.area.top_cells": "sky130_fd_sc_hd__edfxtp_1 (35%), sky130_fd_sc_hd__dfxtp_1 (25%), sky130_fd_sc_hd__ha_1 (5.8%)",
  "cts.repair.resized": 0,
  "first_pass_iters": 4,
  "dr.max_layer_used": "met4",
  "clk_pin_slew_ns": 0.06,
  "die-width_um": 128.0,
  "detail_route.drc_violations": 0,
  "timing.critical_path.slowest_stage_cell": "sky130_fd_sc_hd__clkdlybuf4s50_1",
  "rows": 45,
  "timing.final.hold_violations": 0,
  "detail_route.antenna_diodes": 0,
  "ys.warnings.count": 6,
  "cpPeakStageDelay_ns": 0.46,
  "grt_setup_unrepaired": "no",
  "synthDistinctLibCells": 48,
  "final_gp_congestion": 0.8904,
  "hold_buffers": 0,
  "core_util_floorplan_pct": 31.08,
  "initial_antenna_violation_count": 0,
  "setup-tns-final_ns": 0,
  "static-leakage-power_nw": 2.155,
  "yosys.area_share.xor_xnor_pct": 3.312,
  "max-cap-violations": 0,
  "post_synth.cell_area_avg_um2": 11.23,
  "critPathRequiredTime_ns": 4.96,
  "grt_pass1_wl_um": 13700,
  "min_path_type": "register to register",
  "grt_remaining_overflow": 0,
  "totalWireLength_um": 7721,
  "synth.cellmix.compoundShare_pct": 8.754,
  "tritoncts_clock_tree": "yes",
  "synthArstFlopShare_pct": 0,
  "die_h_um": 128.0,
  "run_status": "complete, no violations",
  "netlist_area_mm2": 0.004760,
  "post_layout_nonfiller_instances": 680,
  "worst_ir_drop_vdd_v": 0.0001496,
  "drive_above_1_share_pct": 5.970,
  "cts.repair_timing.setup_buffer_count": 0,
  "netlist_logic_family_top": "simple AND/OR/NAND/NOR gates",
  "min_delay_src": "ready_sync[0]",
  "yosys.area.top_type_share_pct": 35.33,
  "routedLengthMet1_um": 3831,
  "cp_data_arrival_time_ns": 4.31,
  "yosysCellCount": 424,
  "criticalPathCategory": "register to output port",
  "synth_simple_gate_area_share_pct": 13.07,
  "num_vias": 2988,
  "ys_seq_elements": 116,
  "cpLargestDelayFamily": "buffers and inverters",
  "wl_met3_um": 479,
  "crit_path_start_kind": "register",
  "r2r_start": "ac97.bit_count[1]",
  "cellPowerDensity_mw_per_mm2": 278.4,
  "avgRoutedWirePerCell_um": 11.35,
  "ys_area_mm2": 0.004760,
  "cp-end-kind": "output port",
  "final_max_slew_viol_count": 0,
  "share_of_cell_area_taken_by_muxes_after_synthesis_pct": 2.629,
  "critical_path.max_fanout": 2,
  "dpl_hpwl_um": 5225,
  "post_synth_inst_count": 424,
  "worstPathBufferInverterCount": 1,
  "core_area_mm2": 0.01531,
  "antenna_left": 0,
  "openroad.warnings": 63,
  "clock_skew_ns": 0.06749,
  "ys_dominant_reg_cell": "sky130_fd_sc_hd__dfxtp_1",
  "grt_pass1_vias": 2948,
  "chipArea_mm2": 0.01637,
  "area.growth.synth_to_final_pct": 18.87,
  "timing.critical_path.cells": "clkdlybuf4s50_1",
  "worstMarginPinSlew_ns": 0.7531,
  "numPortBuffers": 27,
  "seq_area_frac_synth_pct": 60.57,
  "synth-edff-count": 56,
  "dr.first_iter.drc_count": 143,
  "crit_start": "ac97.left_in_data[17]",
  "filler_cell_count": 1506,
  "placed_cells_incl_taps": 641,
  "route.detailed.vias_per_inst": 4.394,
  "numClockSinks": 116,
  "synthAdderAreaFrac_pct": 5.783,
  "yosys.area.top_type": "sky130_fd_sc_hd__edfxtp_1",
  "grt_use_total_pct": 10.68,
  "timing.final.setup_violations": 0,
  "io_pins": 30,
  "route.met2.wl_um": 3245,
  "worst_slew_margin_rel_pct": 49.69,
  "grt_start_max_net_pins": 41
}
-- metrics by stage --
step	utilization [%]	hold WS [ns]	total power [mW]	instance area (um2)	setup slack, ns
floorplan	-	0.3096	0.8416	4760	0.7176
global placement	33.84	0.3132	0.8533	5182	0.9859
detailed placement	33.84	0.3128	0.8536	5182	0.9367
CTS	36.94	0.3266	1.601	5658	0.6369
global route	36.94	0.3381	1.651	5658	0.5998
finish	36.94	0.3263	1.575	5658	0.6537
-- per-layer routing --
metal	GRT usage, %	up-vias
met4	2.353	0
met2	15.47	62
met3	3.784	14
met1	15.96	1365
li1	-	1547
met5	0	-
-- cell usage after synthesis (all sizes together) (2+ instances only) --
library cell,count
dfxtp,60
edfxtp,56
nand2,35
inv,34
nor2,28
ha,22
nand3,22
o21ai,22
buf,19
a21oi,17
a31oi,11
xnor2,11
mux2i,8
nand4,8
nor3,8
clkbuf,7
nand2b,7
xor2,7
nand3b,4
nor2b,4
a41oi,3
and2,3
and3,3
mux2,2
nor4,2
o22ai,2
or3,2
-- power by group --
part	internal, mW	leakage, nW	total [mW]	switching, mW
sequential	0.800	0.982	0.802	0.00202
combinational	0.0108	0.868	0.0157	0.00484
clock	0.462	0.306	0.758	0.295
-- final timing paths --
kind	end	slack [ns]	cells after the start
setup / recovery	audio_in_data[5]	0.65	1
max in group clk1	reset_count[8]	4.10	2
hold reg to reg	ready_sync[1]	0.33	0
hold / removal	ready_sync[1]	0.33	0
setup reg to reg	ac97.left_in_data[12]	0.97	8
min in group clk0	ac97.l_right_data[16]	0.37	0
-- kinds of logic after synthesis --
logic type | count (synthesis)
DFF | 116
xor gates and xnor gates | 18
buffers and inverters | 60
adders and majority gates | 22
and+or+nand+nor | 129
other | 1
AOI/OAI and AO/OA | 67
muxes | 11
-- layout make-up --
class                      count  area, um2  share of cell area, %
tap                          211      264.0                  4.666
clock inverter                24      122.6                  2.167
timing repair buffer          32      307.8                  5.440
multi-input combinational    248       1600                  28.28
inverter                      33      123.9                  2.189
sequential                   116       2883                  50.95
clock buffer                  16      356.6                  6.303
-- sequential cells by signal, indices dropped and copies added (netlist names), 3 cells and up --
signal and cells:
ac97.l_left_data 20, ac97.left_in_data 20, ac97commands.command 14, reset_count 10
ac97.bit_count 8, ac97.l_cmd_data 8, ac97.l_right_data 8, out_data 8
ac97.l_cmd_addr 6, ac97commands.state 4, ready_sync 3
-- layout by cell type, fill, tap and decap left out, types with 3 or more instances in the layout --
| cell | count |
|---|---|
| sky130_fd_sc_hd__dfxtp_1 | 60 |
| sky130_fd_sc_hd__edfxtp_1 | 56 |
| sky130_fd_sc_hd__inv_1 | 51 |
| sky130_fd_sc_hd__nand2_1 | 35 |
| sky130_fd_sc_hd__nor2_1 | 28 |
| sky130_fd_sc_hd__clkdlybuf4s50_1 | 27 |
| sky130_fd_sc_hd__nand3_1 | 22 |
| sky130_fd_sc_hd__ha_1 | 22 |
| sky130_fd_sc_hd__a21oi_1 | 17 |
| sky130_fd_sc_hd__o21ai_1 | 15 |
| sky130_fd_sc_hd__clkbuf_16 | 13 |
| sky130_fd_sc_hd__xnor2_1 | 11 |
| sky130_fd_sc_hd__a31oi_1 | 11 |
| sky130_fd_sc_hd__nand4_1 | 8 |
| sky130_fd_sc_hd__nor3_1 | 8 |
| sky130_fd_sc_hd__mux2i_1 | 8 |
| sky130_fd_sc_hd__nand2b_1 | 7 |
| sky130_fd_sc_hd__xor2_1 | 7 |
| sky130_fd_sc_hd__o21ai_0 | 7 |
| sky130_fd_sc_hd__buf_4 | 5 |
| sky130_fd_sc_hd__nor2b_1 | 4 |
| sky130_fd_sc_hd__nand3b_1 | 4 |
| sky130_fd_sc_hd__and2_1 | 3 |
| sky130_fd_sc_hd__and3_1 | 3 |
| sky130_fd_sc_hd__a41oi_1 | 3 |
-- worst reg2reg max path, cell delays in order, from the launching register on --
cell and delay [ns]:
sky130_fd_sc_hd__dfxtp_1 0.69, sky130_fd_sc_hd__inv_2 0.13, sky130_fd_sc_hd__ha_1 0.27, sky130_fd_sc_hd__nand2b_1 0.09, sky130_fd_sc_hd__a21oi_1 0.07, sky130_fd_sc_hd__nor3_1 0.13, sky130_fd_sc_hd__a41oi_1 0.07, sky130_fd_sc_hd__nor2_1 0.13
sky130_fd_sc_hd__buf_4 0.28
Power figures rest on the tool's default switching activity, not on a simulated workload.
